### flow/run.sh
#!/bin/bash
# OpenROAD 26Q1-2900-gdf79404cd8, Yosys 0.63+post, stock flow scripts
make -C /OpenROAD-flow-scripts/flow DESIGN_CONFIG=/design/flow/config.mk WORK_HOME=/design/flow/orfs finish
### flow/design.v
module registers(clk, rst, wr_en, wr_dest, wr_data, rd_addr_1, rd_data_1, rd_addr_2, rd_data_2);
      input clk, rst, wr_en;
      input [3:0] wr_dest, rd_addr_1,rd_addr_2;
      output [15:0] wr_data, rd_data_1, rd_data_2;
      reg [15:0] reg_loc [7:0];  
      always @ (posedge clk or posedge rst) begin  
           if(rst) begin  
                reg_loc[0] <= 16'h0000;  
                reg_loc[1] <= 16'h0f00;  
                reg_loc[2] <= 16'h0050;  
                reg_loc[3] <= 16'hff0f;  
                reg_loc[4] <= 16'hf0ff;  
                reg_loc[5] <= 16'h0040;  
                reg_loc[6] <= 16'h0024;  
                reg_loc[7] <= 16'h00ff;
                reg_loc[8] <= 16'haaaa;
                reg_loc[9] <= 16'h0000;
                reg_loc[10] <= 16'h0000;
                reg_loc[11] <= 16'h0000;
                reg_loc[12] <= 16'hffff;
                reg_loc[13] <= 16'h0002;
                reg_loc[14] <= 16'h0000;
                reg_loc[15] <= 16'h0000;       
           end  
           else begin  
                if(wr_en) begin  
                     reg_loc[wr_dest] <= wr_data;  
                end  
           end  
      end
      assign rd_data_1 = ( rd_addr_1 == 0)? 16'b0 : reg_loc[rd_addr_1];  
      assign rd_data_2 = ( rd_addr_2 == 0)? 16'b0 : reg_loc[rd_addr_2];  
 endmodule 
### flow/constraint.sdc
current_design registers

set clk_period 1.6
set clk_io_pct 0.2

create_clock -name clk0 -period $clk_period [get_ports {clk}]

set non_clock_inputs [all_inputs -no_clocks]
set_input_delay [expr $clk_period * $clk_io_pct] -clock clk0 $non_clock_inputs
set_output_delay [expr $clk_period * $clk_io_pct] -clock clk0 [all_outputs]
### flow/config.mk
export PLATFORM = sky130hd
export DESIGN_NAME = registers
export DESIGN_NICKNAME = registers
export VERILOG_FILES = /design/flow/design.v
export SDC_FILE = /design/flow/constraint.sdc
export NUM_CORES = 4
export LEC_CHECK = 1
export CORE_AREA = 10 10 70 70
export DIE_AREA = 0 0 80 80
==> reports/metrics.cfg <==
[final_layout]
synthToLayoutAreaGrowth_pct=76.3
final_util_pct=23.1
fin_cells=141
flops=0
nFillCells=389
drive_gt1_share_pct=33.7
n_clock_buffer=0
regArea_um2=0
comb_area_um2=308

[logic_synthesis]
yosysCellCount=66
syn-cell-area_um2=448
avgSynthCellArea_um2=6.79
ys_types=18
synth_seq_share_pct=0
synthAoiAreaFrac_pct=6.70
adder_share_pct=0
synth_warnings=18
synth.cellmix.xorXnorShare_pct=7.82
yosys_area_um2=448
netlist_instances=66
yosys-mux-area-fraction_pct=0
topCombFamilyByArea=buffers and inverters
simple_gate_area_share_pct=25.4

[critical_path]
startpoint_type=input pin
critPathRequiredTime_ns=1.28
end_kind=output pin
crit_type=input pin to output pin
cp.arrival_ns=1.23
cp_max_fo=4

[timing]
hold_violations=0
slew_violations=0
rsz0062_at_grt=no
setup_violations=0
fmax_mhz=645
setup_ws_ns=0.0495
finalCritPeriodShare_pct=96.9
setup_tns_ns=0
layout_min_cycle_time_ns=1.55

[routing]
detail-route-antenna-nets=0
met2_length_um=745
topRoutingLayerUsed=met3
routedWlPerCell_um=10.2
drtIter0Drc=4
diodes=0
routed_wl_mm=1.44
met3_length_um=135
drc=0
via_count=424
drt-pass1-iter-count=2
wl_met1_um=554
viasPerCell=3.01

[placement]
numPortBuffers=38
dp.cells=138
hpwl_mm=1.25
pre_cts_ws_ns=-0.658
place_congestion=0.691

[floorplan]
coreArea_um2=3420
die_x_um=80
dieArea_um2=6400
die_h_um=80
io_pins=63
fp_util_pct=13.1
rows=21

[pwr]
ir_worst_vdd_mv=0.0663
p_leak_nw=0.484
total_power_mw=0.172
power_per_cell_area_nw_per_um2=218

[min_path]
timing.hold.worst.class=input pin to output pin

[global_route]
antenna_found_initial=0
grt_max_degree=9
grt_remaining_overflow=0
grt_pass1_wl_mm=2.06
grt_pass1_vias=418
grt_usage_pct=3.69

[run]
cap_violations=0
log.warning_count=36

[cts]
postCtsHoldBufs=0

[status]
outcome=finished clean

==> cell usage after synthesis (all sizes together) <==
master / instances / area, um2
nand3b: 1 / 7.51
and2b: 1 / 8.76
conb: 1 / 3.75
nand2b: 5 / 31.3
and3: 2 / 12.5
nand2: 4 / 15.0
nand3: 2 / 10.0
or3b: 1 / 8.76
nor2b: 1 / 6.26
clkbuf: 1 / 5.00
o21ai: 6 / 30.0
buf: 34 / 256
inv: 1 / 3.75
and2: 2 / 13.8
xnor2: 4 / 35.0
==> placed cells by master, fill, tap and decap left out, types with 4 or more instances in the layout <==
cell type / netlist / final
buf_4: 32 / 9
dlygate4sd2_1: 0 / 20
conb_1: 1 / 16
buf_2: 1 / 8
dlymetal6s2s_1: 0 / 5
xnor2_1: 4 / 4
==> layout make-up <==
class,instances,share of cell area [%]
Timing Repair Buffer,49,53.2
Multi-Input combinational cell,45,39.0
Tap cell,46,7.29
Inverter,1,0.475
==> through the flow <==
stage          area (um2)  hold slack (ns)
2_1_floorplan         504            0.675
3_3_place_gp          741             1.68
3_5_place_dp          741             1.70
4_1_cts               790             1.12
5_1_grt               790             1.04
6_report              790             1.02
==> worst max-delay path, stage by stage <==
cell and delay, ns:
clkdlybuf4s15_2 0.19, or3b_4 0.38, buf_4 0.15, o21ai_4 0.06, buf_2 0.13
==> power by group <==
part | internal (mW) | total, mW | switching [mW]
sequential | 0 | 0 | 0
clock | 0 | 0 | 0
combinational | 0.113 | 0.172 | 0.0590
total | 0.113 | 0.172 | 0.0590
==> worst paths after layout <==
| check | start | end | slack [ns] | cells past startpoint |
|---|---|---|---|---|
| setup / recovery | rd_addr_1[2] | rd_data_1[12] | 0.05 | 5 |
| hold / removal | rd_addr_2[1] | rd_data_2[14] | 1.02 | 3 |
==> what timing repair did <==
action / in CTS / in global routing
buffers inserted: 4 / 0
gates resized: 76 / 7
pin swaps: 4 / 1
endpoints found under the setup margin: 32 / 9
==> routing by layer <==
| metal | global-route usage (%) | up-vias |
|---|---|---|
| met1 | 4.35 | 182 |
| li1 | - | 221 |
| met4 | 0 | 0 |
| met3 | 0.909 | 0 |
| met5 | 0 | - |
| met2 | 6.90 | 21 |
==> cell families (layout without fill, tap and decap cells) <==
logic type | after synthesis | count (layout)
other cells | 1 | 16
simple gates | 19 | 19
compound gates | 6 | 6
xor+xnor | 4 | 4
buf+inv | 36 | 50
Power and IR drop assume default switching activity.
