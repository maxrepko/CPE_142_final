[config.mk]
export PLATFORM = sky130hd
export DESIGN_NAME = control
export DESIGN_NICKNAME = control
export VERILOG_FILES = /design/flow/design.v
export SDC_FILE = /design/flow/constraint.sdc
export NUM_CORES = 4
export LEC_CHECK = 1
export CORE_AREA = 10 10 76 76
export DIE_AREA = 0 0 86 86
[constraint.sdc]
current_design control

set clk_period 3.3
set clk_io_pct 0.2

create_clock -name clk0 -period $clk_period [get_ports {clk}]

set non_clock_inputs [all_inputs -no_clocks]
set_input_delay [expr $clk_period * $clk_io_pct] -clock clk0 $non_clock_inputs
set_output_delay [expr $clk_period * $clk_io_pct] -clock clk0 [all_outputs]
[design.v]
module control(clk, instruction, signals);
    input clk;
    input [7:0] instruction;
    output reg [13:0] signals;
    always @(posedge clk) begin
        if (instruction == 8'h0C | instruction == 8'h0D | instruction == 8'h0E ) begin
            signals = {6'b000001,instruction};
        end 
        if (instruction == 8'h0F | instruction == 8'h01 | instruction == 8'h02 ) begin
            signals = {6'b000001,instruction};
        end
        if (instruction == 8'h08 | instruction == 8'h09 | instruction == 8'h0A | instruction == 8'h0B ) begin
            signals = {6'b000011,instruction};
        end
        else if (instruction == 8'h80) begin
            signals = {6'b001000,instruction};
        end
        else if (instruction == 8'hB0) begin
            signals = {6'b000100,instruction};
        end
        else if (instruction == 8'h60 | instruction == 8'h70 | instruction == 8'h80 | instruction == 8'hC0) begin
            signals = {6'b010000,instruction};
        end
        else if (instruction == 8'hF0) begin
            signals = {6'b000000,instruction};
        end
        else signals = 14'h3FFF;
    end
endmodule
[run.sh]
#!/bin/bash
# OpenROAD 26Q1-2900-gdf79404cd8, Yosys 0.63+post, stock flow scripts
make -C /OpenROAD-flow-scripts/flow DESIGN_CONFIG=/design/flow/config.mk WORK_HOME=/design/flow/orfs finish
==> flow_summary.json <==
{
  "cts_buffers": 3,
  "h-tree-depth": 1,
  "status": "completed",
  "antenna_found_initial": 0,
  "place_congestion": 0.760,
  "largest_reg_flops": 13,
  "cts_hold_buffers": 0,
  "drv_slew": 0,
  "clock-sinks": 13,
  "topCellsByArea": "dfxtp_1, nor4_4, a21oi_1",
  "syn_area_um2": 554,
  "ys_ff": 13,
  "yosysWarnings": 1,
  "max_freq_mhz": 472,
  "vias_per_cell": 3.51,
  "p_comb_share_pct": 11.9,
  "hp-class": "in -> reg",
  "end_kind": "register",
  "cp.required_ns": 3.39,
  "die_area_um2": 7400,
  "area_growth_pct": 50.8,
  "routed_wirelength_um": 1410,
  "worst-setup-path-type": "in -> reg",
  "ys_area_um2": 554,
  "min_period_ns": 2.12,
  "grtUsageTotal_pct": 3.83,
  "grt-ovfl-total": 0,
  "yosysTopAreaCell": "dfxtp_1",
  "ys_cells": 53,
  "ys_types": 23,
  "dieHeight_um": 86,
  "cts_buffer_depth": 2,
  "peakVddDrop_v": 0.000109,
  "cp_cell_sequence": "clkdlybuf4s50_1, nor4_4, o221a_2, o32ai_1",
  "hold_viol": 0,
  "intPower_uw": 267,
  "p_leak_uw": 0.000310,
  "clk_pin_slew_ns": 0.05,
  "root_buffer": "clkbuf_8",
  "num_vias": 435,
  "worstMarginPinSlew_ns": 0.722,
  "drcViolationCount": 0,
  "drtIter0Drc": 13,
  "top_cell_area_share_pct": 47.0,
  "grt_pass1_vias": 460,
  "path_max_fanout": 14,
  "max_stage_delay_ns": 0.70,
  "warnings": 25,
  "n_antenna_cell": 0,
  "fp_util_pct": 13.5,
  "tns_ns": 0,
  "crit_buf_inv": 1,
  "io_buffers": 22,
  "crit_family": "simple AND/OR/NAND/NOR gates",
  "layout-drive-gt1-share_pct": 12.2,
  "lay_top_cells": "clkdlybuf4s50_1, dfxtp_1, a21oi_1, inv_1, nand2_1",
  "die_x_um": 86,
  "place_hpwl_um": 1160,
  "rsz0062_at_grt": "no",
  "max_slew_margin_pct": 51.5,
  "cp-start-kind": "primary input",
  "grt_max_degree": 15,
  "rows": 23,
  "wire_per_inst_um": 11.4,
  "max-cap-violations": 0,
  "cts_resized": 0,
  "p_sw_share_pct": 21.0,
  "io_pins": 23,
  "seqPwrFrac_pct": 47.7,
  "grt_pass1_wl_um": 2330,
  "min_period_over_period_pct": 64.2,
  "ys_seq_share_pct": 47.0,
  "drt_pass1_iterations": 4,
  "postSynthAreaPerCell_um2": 10.5,
  "lay_top_count": "clkdlybuf4s50_1",
  "power_density_nw_per_um2": 404,
  "clockPowerShare_pct": 40.3,
  "cp.arrival_ns": 2.21,
  "total_power_uw": 338,
  "cts_tree": "done",
  "ant_nets": 0,
  "cts_setup_buffers": 0,
  "worst_path_max_delay_cell": "nor4_4",
  "core-area_um2": 4120,
  "syn_inst": 53,
  "setup_viol": 0,
  "p_sw_uw": 70.8
}
-- per-stage QoR --
step           utilization [%]  setup WS (ns)  hold slack [ns]  cell area [µm²]  cells
2_1_floorplan                -           1.71            0.778              554     53
3_3_place_gp              19.2          0.973             1.33              791    120
3_5_place_dp              19.2          0.945             1.34              791    120
4_1_cts                   20.3           1.20             1.08              836    124
5_1_grt                   20.3           1.08             1.09              836    124
6_report                  20.3           1.18             1.08              836    124
-- worst min-delay path, cell delays in order --
cell	delay (ns)
clkdlybuf4s50_1	0.46
inv_1	0.07
a22oi_1	0.07
-- cells in the mapped netlist --
| master | number |
|---|---|
| mux2_4 | 1 |
| nand2b_1 | 1 |
| o21bai_1 | 1 |
| buf_6 | 3 |
| or2_4 | 1 |
| a21oi_1 | 7 |
| a21o_1 | 1 |
| nor3b_1 | 1 |
| nor4_4 | 2 |
| o221a_2 | 1 |
| mux2i_1 | 1 |
| nand2_1 | 4 |
| a22oi_1 | 1 |
| a31oi_1 | 3 |
| o32ai_1 | 1 |
| a22oi_2 | 1 |
| o21ai_0 | 1 |
| buf_4 | 1 |
| inv_1 | 5 |
| buf_2 | 1 |
| dfxtp_1 | 13 |
| nor2b_1 | 1 |
| nor2_1 | 1 |
-- layout make-up --
type	instances	area, µm²
clock buffers	4	45.0
fillers	443	3280
inverters	5	18.8
multi-input cells	30	229
flip-flops and latches	13	260
well taps	50	62.6
repair buffers	22	220
-- power groups by stage --
stage | Combinational (µW) | Clock, µW | Sequential [µW]
finish | 40.3 | 136 | 161
global route | 44.3 | 148 | 161
CTS | 40.6 | 141 | 161
-- worst paths after layout --
kind / from / endpoint / slack [ns] / depth (start not counted)
min: instruction[0] / signals[0] / 1.08 / 3
max: instruction[1] / signals[11] / 1.18 / 4
-- metal layers --
| layer | vias to the layer above | part of all wire (%) | GRT usage, % |
|---|---|---|---|
| li1 | 226 | - | - |
| met1 | 189 | 44 | 4.87 |
| met2 | 18 | 44 | 5.88 |
| met3 | 2 | 9.1 | 1.43 |
| met4 | 0 | 2.5 | 1.20 |
| met5 | - | 0 | 0 |
-- cells by family after synthesis --
group | after synthesis | share of synthesized area (%)
AND-OR/OR-AND | 17 | 20.5
buffers and inverters | 10 | 11.7
flip-flops | 13 | 47.0
multiplexers | 2 | 4.51
AND/OR/NAND/NOR | 11 | 16.3
Power and IR drop assume default switching activity.
