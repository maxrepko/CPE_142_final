## run.sh

```bash
#!/bin/bash
# OpenROAD 26Q1-2900-gdf79404cd8, Yosys 0.63+post, stock flow scripts
make -C /OpenROAD-flow-scripts/flow DESIGN_CONFIG=/design/flow/config.mk WORK_HOME=/design/flow/orfs finish
```

## config.mk

```make
export PLATFORM = sky130hd
export DESIGN_NAME = mux_pc
export DESIGN_NICKNAME = mux_pc
export VERILOG_FILES = /design/flow/design.v
export SDC_FILE = /design/flow/constraint.sdc
export NUM_CORES = 4
export LEC_CHECK = 1
export CORE_AREA = 10 10 70 70
export DIE_AREA = 0 0 80 80
```

## constraint.sdc

```tcl
current_design mux_pc

set clk_period 1.0
set clk_io_pct 0.2

create_clock -name clk0 -period $clk_period

set non_clock_inputs [all_inputs -no_clocks]
set_input_delay [expr $clk_period * $clk_io_pct] -clock clk0 $non_clock_inputs
set_output_delay [expr $clk_period * $clk_io_pct] -clock clk0 [all_outputs]
```

## design.v

```verilog
module mux_pc( d0, d1, s, y );
input [15:0] d0, d1;
input s;
output [15:0] y;
reg [15:0] y;
always@(d0 or d1 or s)
begin
    if ( s == 1 )
        y = d1;
    else
        y = d0;
end
endmodule
```

==> out/qor.txt <==
Comb power frac - 1.000
Adders+Majority by Area - 0
Synth area leader - mux2_4
Post-CTS Hold Buffers - 0
CP Launch Point - s
Clk pwr share - 0
Inst Count DP - 112
critical path type - input pin to output pin
Die Size - 6400 µm²
internal power - 230 µW
yosys stat cell total - 18
pins over their slew limit - 0
clkbuf count - 0
Lkg Pwr - 0.415 nW
CP Max Fanout - 8
HP Class - input pin to output pin
Post-CTS Setup Bufs - 0
IO Port Bufs - 49
Post-synth area hogs - mux2_4, mux2_2, buf_12
Yosys cell types - 4
Max-Cap Viols - 0
routed wire length - 1420 µm
YS chip area - 249 µm²
number of global-route vias before repair - 424
Rel. slew slack - 0.952
num sequential - 0
CP Launch Type - input pin
Flop pwr share - 0
FMAX - 947 MHz
Final Worst Setup Slack - -0.0560 ns
initial antenna violation count - 0
Top non-seq family - multiplexers
slowest stage cell, crit path - mux2_4
Log Warnings - 34
Seq. cell area - 0 µm²
vias per cell - 3.32
Min Clock Period, post-route - 1.06 ns
placed instance area - 786 µm²
VDD IR max - 0.000107 V
iteration tally of the first detailed-router pass - 1
row count - 21
Pre-Place Util - 0.0729
IO Pins - 49
status - complete, but fails checks
fraction of layout cells with a size suffix above 1 - 0.522
YS warnings - 1
CP Depth - 4
crit path cell chain - buf_12 -> buf_16 -> mux2_4 -> buf_6
design area - 788 µm²
arrival time worst endpoint - 0.86 ns
max incr delay on CP - 0.30 ns
Critical Path RT - 0.80 ns
Post-DP HPWL - 1220 µm
placer congestion estimate - 0.815
cycle use final - 1.06
mux frac, synth - 0.874
Critical Path Sink Type - output pin
Die W - 80 µm
GRT overflow - 0
DIE HEIGHT - 80 µm
Mapped Avg Cell Area - 13.8 µm²
routed vias - 375
Core Box Area - 3420 µm²
final cell count without fillers - 113
RSZ-0062 raised after global routing - yes
routed length per instance - 12.5 µm
Place WS - -0.853 ns
Final Power - 295 µW
final core occ - 0.231
global-route usage over all layers - 0.0416
final hold violations - 0
failing checks - negative setup slack
yosys xor share - 0
area grow syn2layout - 217%
DRC Markers - 0
setup violators final - 16
remaining antenna violation count - 0
Synth Cell Area - 249 µm²
first-pass GRT wire length - 2160 µm
delay-heaviest family, CP - buffers and inverters
worst hold slack - 0.796 ns
Least-Margin Pin Slew - 0.0719 ns
Diodes inserted - 0
Sw Ratio - 0.222
First DRT Iteration DRCs - 0
largest net degree at the start of global routing - 9
Critical Path End - y[12]
Sw Pwr - 65.4 µW
Post-Synth AOI/OAI Area - 0
and+or+nand+nor area frac - 0
worst path bufs/invs - 3
gate count after technology mapping - 18
Top-area cell share - 0.603
setup_tns - -0.811 ns
P per Cell Area - 375 nW/µm²
sequential fraction of the synthesis area - 0
layer usage:
| metal | track usage | wire length, µm | up-vias |
|---|---|---|---|
| met5 | 0 | 0 | - |
| met4 | 0 | 0 | 0 |
| met3 | 0.0352 | 339 | 0 |
| met2 | 0.0474 | 350 | 49 |
| met1 | 0.0593 | 725 | 158 |
| li1 | - | - | 168 |
cells by family after synthesis:
kind of cell / count (synthesis)
buffers and inverters: 2
multiplexers: 16
cell usage after synthesis:
master	n
buf_12	1
buf_6	1
mux2_2	6
mux2_4	10
repair_timing:
item / 4_1_cts / 5_1_grt
cloned: 1 / 0
endpoints found under the setup margin: 16 / 16
resized: 101 / 5
cell usage in the layout (no fill, tap or decap):
master,n
mux2_4,16
buf_12,2
buf_2,6
dlygate4sd2_1,32
buf_16,1
buf_6,10
worst min-delay path: cells and delay by family:
| kind | cells | cell delay (ns) |
|---|---|---|
| buffers and inverters | 2 | 0.27 |
| muxes | 1 | 0.13 |
power groups by stage:
stage / Combinational, mW / Clock, mW / Sequential, mW
finish: 0.295 / 0 / 0
global route: 0.321 / 0 / 0
CTS: 0.281 / 0 / 0
how the worst min path moves through the flow:
stage	slack, ns	depth (start not counted)	startpoint	to
4_1_cts	0.80	3	d0[6]	y[6]
5_1_grt	0.81	3	d0[12]	y[12]
6_report	0.80	3	d0[9]	y[9]
area by class of cell:
class,count,area (µm²)
repair buffers,51,490
well taps,46,57.6
fillers,397,2630
multi-input cells,16,240
Power figures rest on the tool's default switching activity, not on a simulated workload.
